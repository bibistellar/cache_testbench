**design/flow/design.v**
```verilog
`timescale 1ns / 1ps
module tlb
#(
    parameter TLBNUM = 16
)
(
    input wire clk,
    input wire rst,
    input wire [18:0]               s0_vpn2,
    input wire                      s0_odd_page,
    input wire[7:0]                 s0_asid,
    output wire                      s0_found,
    output wire [$clog2(TLBNUM)-1:0] s0_index,
    output wire [19:0]               s0_pfn,
    output wire [2:0]                s0_c,
    output wire                      s0_d,
    output wire                      s0_v,
    input wire [18:0]               s1_vpn2,
    input wire                      s1_odd_page,
    input wire[7:0]                 s1_asid,
    output wire                      s1_found,
    output wire [$clog2(TLBNUM)-1:0] s1_index,
    output wire [19:0]               s1_pfn,
    output wire [2:0]                s1_c,
    output wire                      s1_d,
    output wire                      s1_v,
    input wire we,
    input wire [$clog2(TLBNUM)-1:0] w_index,
    input wire [18:0]               w_vpn2, 
    input wire [7:0]                w_asid,
    input wire                      w_g,
    input wire [19:0]               w_pfn0,
    input wire [2:0]                w_c0,
    input wire                      w_d0,
    input wire                      w_v0,
    input wire [19:0]               w_pfn1,
    input wire [2:0]                w_c1,
    input wire                      w_d1,
    input wire                      w_v1,
    input wire [$clog2(TLBNUM)-1:0] r_index,
    output wire [18:0]               r_vpn2, 
    output wire [7:0]                r_asid,
    output wire                      r_g,
    output wire [19:0]               r_pfn0,
    output wire [2:0]                r_c0,
    output wire                      r_d0,
    output wire                      r_v0,
    output wire [19:0]               r_pfn1,
    output wire [2:0]                r_c1,
    output wire                      r_d1,
    output wire                      r_v1
);
    reg [18:0] tlb_vpn2 [TLBNUM-1:0];
    reg [7:0] tlb_asid [TLBNUM-1:0];
    reg tlb_g [TLBNUM-1:0];
    reg [19:0] tlb_pfn0 [TLBNUM-1:0];
    reg [2:0] tlb_c0 [TLBNUM-1:0];
    reg tlb_d0 [TLBNUM-1:0];
    reg tlb_v0 [TLBNUM-1:0];
    reg [19:0] tlb_pfn1 [TLBNUM-1:0];
    reg [2:0] tlb_c1 [TLBNUM-1:0];
    reg tlb_d1 [TLBNUM-1:0];
    reg tlb_v1 [TLBNUM-1:0];
    wire [15:0] match0;
    wire [$clog2(TLBNUM)-1:0] match0_index;
    wire [15:0] match1;
    wire [$clog2(TLBNUM)-1:0] match1_index;
    wire kseg0_addr0;
    wire kseg1_addr0;
    wire kseg0_addr1;
    wire kseg1_addr1;
    genvar i;
    generate
        for (i=0; i<TLBNUM; i=i+1)
        begin: tlb_initial
            always @(posedge clk) begin
                if(rst)begin
                    tlb_vpn2[i] <= 19'b0;
                    tlb_asid[i] <= 8'b0;
                    tlb_g[i] <= 1'b0;
                    tlb_pfn0[i] <= 20'b0;
                    tlb_c0[i] <= 3'b0;
                    tlb_d0[i] <= 1'b0;
                    tlb_v0[i] <= 1'b0;
                    tlb_pfn1[i] <= 20'b0;
                    tlb_c1[i] <= 3'b0;
                    tlb_d1[i] <= 1'b0;
                    tlb_v1[i] <= 1'b0;
                end
            end
        end
    endgenerate
    generate
        for(i = 0; i < TLBNUM; i = i+1)
        begin:port0_search
            assign match0[i:i] = ((s0_vpn2 == tlb_vpn2[i]) && ((s0_asid == tlb_asid[i]) || tlb_g[i])) ? 1'b1 : 1'b0;
            assign match1[i:i] = ((s1_vpn2 == tlb_vpn2[i]) && ((s1_asid == tlb_asid[i]) || tlb_g[i])) ? 1'b1 : 1'b0;
        end
    endgenerate
    assign match0_index = (match0[0:0] == 1'b1) ? 0 :
                          (match0[1:1] == 1'b1) ? 1 :
                          (match0[2:2] == 1'b1) ? 2 :
                          (match0[3:3] == 1'b1) ? 3 :
                          (match0[4:4] == 1'b1) ? 4 :
                          (match0[5:5] == 1'b1) ? 5 :
                          (match0[6:6] == 1'b1) ? 6 :
                          (match0[7:7] == 1'b1) ? 7 :
                          (match0[8:8] == 1'b1) ? 8 :
                          (match0[9:9] == 1'b1) ? 9 :
                          (match0[10:10] == 1'b1) ? 10 :
                          (match0[11:11] == 1'b1) ? 11 :
                          (match0[12:12] == 1'b1) ? 12 :
                          (match0[13:13] == 1'b1) ? 13 :
                          (match0[14:14] == 1'b1) ? 14 :
                          (match0[15:15] == 1'b1) ? 15 :16;
    assign match1_index = (match1[0:0] == 1'b1) ? 0 :
                          (match1[1:1] == 1'b1) ? 1 :
                          (match1[2:2] == 1'b1) ? 2 :
                          (match1[3:3] == 1'b1) ? 3 :
                          (match1[4:4] == 1'b1) ? 4 :
                          (match1[5:5] == 1'b1) ? 5 :
                          (match1[6:6] == 1'b1) ? 6 :
                          (match1[7:7] == 1'b1) ? 7 :
                          (match1[8:8] == 1'b1) ? 8 :
                          (match1[9:9] == 1'b1) ? 9 :
                          (match1[10:10] == 1'b1) ? 10 :
                          (match1[11:11] == 1'b1) ? 11 :
                          (match1[12:12] == 1'b1) ? 12 :
                          (match1[13:13] == 1'b1) ? 13 :
                          (match1[14:14] == 1'b1) ? 14 :
                          (match1[15:15] == 1'b1) ? 15 :16;
    assign kseg0_addr0 = (s0_vpn2 >= 32'h8000_0000 && s0_vpn2 < 32'hA000_0000);
    assign kseg1_addr0 = (s0_vpn2 >= 32'hA000_0000 && s0_vpn2 < 32'hC000_0000);
    assign kseg0_addr1=  (s1_vpn2 >= 32'h8000_0000 && s1_vpn2 < 32'hA000_0000);
    assign kseg1_addr1 = (s1_vpn2 >= 32'hA000_0000 && s1_vpn2 < 32'hC000_0000);
    assign s0_found = (kseg0_addr0 || kseg1_addr0) ? 1'b1 :
                        | match0 ? 1'b1 :
                        1'b0;
    assign s0_index = (kseg0_addr0 || kseg1_addr0) ? 4'b0 :
                        | match0 ? match0_index :
                        4'b0;
    assign s0_pfn = (kseg0_addr0) ? s0_vpn2 - 32'h8000_0000 :
                    (kseg1_addr0) ? s0_vpn2 - 32'hA000_0000 :
                    (|match0 && s0_odd_page == 1'b0) ? tlb_pfn0[match0_index] :
                    (|match0 && s0_odd_page == 1'b1) ? tlb_pfn1[match0_index] :
                    20'b0; 
    assign s0_c = (|match0 && s0_odd_page == 1'b0) ? tlb_c0[match0_index] :
                  (|match0 && s0_odd_page == 1'b1) ? tlb_c1[match0_index] :
                  3'b0;
    assign s0_d = (|match0 && s0_odd_page == 1'b0) ? tlb_d0[match0_index] :
                  (|match0 && s0_odd_page == 1'b1) ? tlb_d1[match0_index] :
                  3'b0;
    assign s0_v = (|match0 && s0_odd_page == 1'b0) ? tlb_v0[match0_index] :
                  (|match0 && s0_odd_page == 1'b1) ? tlb_v1[match0_index] :
                  3'b0;
    assign s1_found = (kseg0_addr1 || kseg1_addr1) ? 1'b1 :
                        | match1 ? 1'b1 :
                        1'b0;
    assign s1_index = (kseg0_addr1 || kseg1_addr1) ? 4'b0 :
                        | match1 ? match1_index :
                        4'b0;
    assign s1_pfn = (kseg0_addr0) ? s1_vpn2 - 32'h8000_0000 :
                    (kseg1_addr0) ? s1_vpn2 - 32'hA000_0000 :
                    (|match1 && s1_odd_page == 1'b0) ? tlb_pfn0[match1_index] :
                    (|match1 && s1_odd_page == 1'b1) ? tlb_pfn1[match1_index] :
                    20'b0; 
    assign s1_c = (|match1 && s1_odd_page == 1'b0) ? tlb_c0[match1_index] :
                  (|match1 && s1_odd_page == 1'b1) ? tlb_c1[match1_index] :
                  3'b0;
    assign s1_d = (|match1 && s1_odd_page == 1'b0) ? tlb_d0[match1_index] :
                  (|match1 && s1_odd_page == 1'b1) ? tlb_d1[match1_index] :
                  3'b0;
    assign s1_v = (|match1 && s1_odd_page == 1'b0) ? tlb_v0[match1_index] :
                  (|match1 && s1_odd_page == 1'b1) ? tlb_v1[match1_index] :
                  3'b0;
    assign r_vpn2 = tlb_vpn2[r_index]; 
    assign r_asid = tlb_asid[r_index];
    assign r_g    = tlb_g   [r_index];
    assign r_pfn0 = tlb_pfn0[r_index];
    assign r_c0   = tlb_c0  [r_index];
    assign r_d0   = tlb_d0  [r_index];
    assign r_v0   = tlb_v0  [r_index];
    assign r_pfn1 = tlb_pfn1[r_index];
    assign r_c1   = tlb_c1  [r_index];
    assign r_d1   = tlb_d1  [r_index];
    assign r_v1   = tlb_v1  [r_index];
    always @(posedge clk) begin
        if(we)begin
            tlb_vpn2[w_index] <= w_vpn2;
            tlb_asid[w_index] <= w_asid;
            tlb_g[w_index] <= w_g;
            tlb_pfn0[w_index] <= w_pfn0;
            tlb_c0[w_index] <= w_c0;
            tlb_d0[w_index] <= w_d0;
            tlb_v0[w_index] <= w_v0;
            tlb_pfn1[w_index] <= w_pfn1;
            tlb_c1[w_index] <= w_c1;
            tlb_d1[w_index] <= w_d1;
            tlb_v1[w_index] <= w_v1;
        end
    end
endmodule
```
**design/flow/run.sh**
```bash
#!/bin/bash
# OpenROAD 26Q1-2900-gdf79404cd8, Yosys 0.63+post, stock flow scripts
make -C /OpenROAD-flow-scripts/flow DESIGN_CONFIG=/design/flow/config.mk WORK_HOME=/design/flow/orfs finish
```
**design/flow/config.mk**
```make
export PLATFORM = sky130hd
export DESIGN_NAME = tlb
export DESIGN_NICKNAME = tlb
export VERILOG_FILES = /design/flow/design.v
export SDC_FILE = /design/flow/constraint.sdc
export NUM_CORES = 4
export LEC_CHECK = 1
export CORE_UTILIZATION = 40
```
**design/flow/constraint.sdc**
```tcl
current_design tlb

set clk_period 189.5
set clk_io_pct 0.2

create_clock -name clk0 -period $clk_period [get_ports {clk}]

set non_clock_inputs [all_inputs -no_clocks]
set_input_delay [expr $clk_period * $clk_io_pct] -clock clk0 $non_clock_inputs
set_output_delay [expr $clk_period * $clk_io_pct] -clock clk0 [all_outputs]
```
==> summary.txt <==
Notes on the physical implementation.

- The report shows a maximum critical-path fanout of 60.
- The last element of the critical path is s1_pfn[2], for reference.
- Measured along the x axis, the die boundary spans 448 um.
- Per the detail_route report, vias per standard cell equal 6.30.
- The congestion estimate from routability-driven global placement came to 1.08.
- The worst supply voltage drop on vdd is 0.00725 mV, for reference.
- The script extracted a total leakage power of 0.0304 uW.
- The flow ran to the end, and the final reports show no timing, DRC or antenna violations.
- The number of distinct standard cells referenced by the synthesized netlist is 71, for reference.
- The shortest period the worst path allows is 84.10 ns, for reference.
- For reference, the top cells by area after synthesis are sky130_fd_sc_hd__edfxtp_1, sky130_fd_sc_hd__mux4_2, sky130_fd_sc_hd__and2_1.
- For this run, the detailed router's first-pass iteration total came to 8.
- After clock tree synthesis, the clock-pin slew on the worst setup and hold paths is 0.07 ns.
- The worst-path cell with the longest stage delay is sky130_fd_sc_hd__o21ai_1, for reference.
- The routed layout reports a DRC error count of 0.
- The remaining number of nets flagged by the antenna check after routing is 0, for reference.
- Detailed placement finished with a half-perimeter wire length of 246000 um.
- The DRC marker count from the first detailed-route iteration is 5369, for reference.
- The maximum buffer depth of the clock tree is 3, for reference.
- Measured on the finished design, the core utilization comes to 45.5%.
- STA classifies the critical path startpoint as an input port.
- Entering global routing, the biggest net connects 112 pins.
- The wire length recorded after detailed routing is 377000 um.
- The class of the worst hold path is in -> reg, for reference.
- The first global-routing pass estimated 510000 um of wire.
- The TritonCTS buffer count is 149, for reference.
- The STA report counts the stages on the worst setup path as 19.
- In the synthesized netlist the async set-or-reset flop fraction comes to 0%.
- For reference, the post-synthesis area per instance comes to 12.3 um2.
- The routing usage on met2 is 54.2%, for reference.
- The number of warnings reported in the yosys synthesis log is 1, for reference.
- The minimum hold slack is 38.01 ns, for reference.
- The largest incremental delay on the critical path is 0.82 ns, for reference.
- The required time at the worst endpoint is listed as 151.60 ns.
- The setup slack after placement is 105.86 ns, for reference.
- The cell family with the largest share of critical-path delay is buffers and inverters, for reference.
- In the Yosys report, the sequential cells make up 47.1% of the chip area.
- The post-CTS setup-driven buffer insertion count is 0, for reference.
- Setup repair after global routing left no endpoint under its margin.
- The cell repeated most along the worst path is sky130_fd_sc_hd__buf_4, for reference.
- The final report gives the standard cell area, fillers excluded, as 0.0898 mm2.
- The number of antenna violations at the first check in global routing is 60, for reference.
- The most used flip-flop cell is sky130_fd_sc_hd__edfxtp_1, for reference.
- The via count of the first global-routing pass is 59800, for reference.
- The proportion of netlist area held by the largest area contributor is 47.1%, for reference.
- The worst setup path is captured at a primary output.
- The floorplan step records an initial core utilization of 40.3%.
- Synthesis produced 6453 cells.
- In the final report, the number of pins over their slew limit comes to 0.
- The area of placed instances is 0.0850 mm2, for reference.
- Buffers inserted to repair hold after CTS numbered 0.
- The final sum of negative setup slack is 0 ns, for reference.
- Across all checked pins, the minimum headroom to the slew limit is 27.4%.
- The yosys stat chip area is 0.0795 mm2, for reference.
- In this run the core area contains 163 standard-cell rows.
- The synthesized design contains 1248 enable-type register cells.
- Cells with a size suffix above 1 make up 14.4% of the layout.
- The CTS log lists the clock sinks for this run as 1248.
- For this design the ratio of total power to cell area is 8.10 mW/mm2.
- The total area inside the core boundary comes to 0.197 mm2.
- For this run, global-route usage on met3 was measured as 29.4%.
- The per-cell routed wire length is 40.5 um, for reference.
- The vertical die dimension is 448 um, for reference.
- The arrival time reported for the critical path endpoint is 46.20 ns, for reference.
- The buffering stage count on the worst path with inverters included is 8, for reference.
- The worst setup margin is 105.40 ns, for reference.
- In the global route stage, overall resource usage came out at 40.3%.
- The critical path is of the in -> out type.
- Max-cap violations in this run came to 0.
- Between the synthesized netlist and the finished layout, the area growth was recorded as 13.0%.
- Per the CTS log, the maximum H-tree level is 4.
- OpenSTA lists the critical path startpoint as s1_vpn2[17].
- Of the available clock period, the critical path in the final layout requires 44.4%.
- The total grt overflow is 0, for reference.
- Buffers placed on the I/O ports in this run total 282.
- TritonCTS built the clock tree.
- The mapped cell area is 0.0795 mm2, for reference.
- Synthesis inferred 1248 register bits.
- The floorplan die area is 0.201 mm2, for reference.
- Global routing used 49.8% of the available met1 tracks.
- The cell count in the Yosys report is 6453, for reference.
- Per the timing report, the achievable frequency comes out to 11.9 MHz.
- The boundary pin count is 283, for reference.
- Per the GRT log, the top usage layer is met2.
- By instance count, the leading cell after synthesis is sky130_fd_sc_hd__and2_1.
- The slew at the pin closest to its max-slew limit is 1.08 ns, for reference.
- Counting instances in the post-synthesis netlist gives the leading cell types as sky130_fd_sc_hd__and2_1, sky130_fd_sc_hd__edfxtp_1, sky130_fd_sc_hd__xor2_1.
- The count of instances resized after the clock tree is built is 0, for reference.
- For reference, the final report shows the hold violation count at 0.
- Of all cell types, the one taking the most synthesized area is sky130_fd_sc_hd__edfxtp_1.
- The report lists the cells along the critical path as clkdlybuf4s50_1, buf_4, xor2_1, nor4_1, nand2_1, nor4_1, a211oi_1, o31ai_1, a21oi_4, buf_4, inv_8, buf_4, buf_4, buf_4, mux2i_1, a221oi_1, a21oi_1, o21ai_1, clkdlybuf4s50_1.
- The number of vias in the routed layout is 58600, for reference.
- The final number of setup-violating endpoints is 0, for reference.
- Looking at the clock tree report, the root buffer type is sky130_fd_sc_hd__clkbuf_16.
- Summing over the stages, the warning tally comes to 39.
worst min path at each step:
stage	from	end	slack [ns]	depth (start not counted)
global route	w_vpn2[10]	tlb_vpn2[0][10]	38.01	3
CTS	w_vpn2[10]	tlb_vpn2[0][10]	37.97	3
finish	w_vpn2[10]	tlb_vpn2[0][10]	38.01	3
cell usage in the layout (no fill, tap or decap), types with 118 or more instances in the layout:
cell	instances
sky130_fd_sc_hd__clkbuf_16	152
sky130_fd_sc_hd__and2_1	1250
sky130_fd_sc_hd__clkdlybuf4s50_1	278
sky130_fd_sc_hd__mux2i_1	513
sky130_fd_sc_hd__nand3_1	142
sky130_fd_sc_hd__edfxtp_1	1248
sky130_fd_sc_hd__nand2_1	429
sky130_fd_sc_hd__nor4_1	215
sky130_fd_sc_hd__buf_4	208
sky130_fd_sc_hd__a21oi_1	118
sky130_fd_sc_hd__mux4_2	434
sky130_fd_sc_hd__xor2_1	768
kinds of logic (layout without fill, tap and decap cells):
kind of cell              Yosys count  count (layout)  synth area share, %
AOI/OAI and AO/OA                 526             526                 4.83
xor gates and xnor gates          864             864                 9.52
buffers and inverters             627             790                 3.57
DFF                              1248            1248                 47.1
muxes                             979             979                 19.2
other                               0              38                    0
and+or+nand+nor                  2209            2209                 15.8
layer usage:
metal  vias up  share of wire [%]
met2      4624                 42
met1     28800                 35
met3       943                 17
met4        64                5.3
li1      24100                  -
met5         -               0.27
metrics by stage:
step	power, uW	instances
floorplan	393	6453
global placement	447	8982
detailed placement	446	8982
CTS	727	9256
global route	745	9273
finish	728	9294
where the power goes:
group	internal (uW)	switching [uW]	total [uW]
combinational	41.0	58.8	99.9
sequential	322	21.9	344
clock	159	125	284
total	522	206	728
final cells by class:
class / instances / area (um2)
Antenna cell: 38 / 95.1
Clock buffer: 174 / 3890
Clock inverter: 100 / 847
Fill cell: 17500 / 108000
Inverter: 13 / 73.8
Multi-Input combinational cell: 4578 / 39500
Sequential cell: 1248 / 37500
Tap cell: 2640 / 3300
Timing Repair Buffer: 503 / 4660
flip-flops by register name, indices dropped and copies added (netlist names):
name / cells
tlb_d1: 16
tlb_v1: 16
tlb_c0: 48
tlb_asid: 128
tlb_g: 16
tlb_d0: 16
tlb_pfn1: 320
tlb_c1: 48
tlb_pfn0: 320
tlb_vpn2: 304
tlb_v0: 16
Power figures rest on the tool's default switching activity, not on a simulated workload.
